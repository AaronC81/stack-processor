$ cat ./design.v
module seven_seg (
    input clk, input [4:0] digit, input valid,
    output A, output B, output C, output D, output E, output F, output G
);
    reg [6:0] state;
    assign A = state[6];
    assign B = state[5];
    assign C = state[4];
    assign D = state[3];
    assign E = state[2];
    assign F = state[1];
    assign G = state[0];
    always @(posedge clk) begin
        if (valid) begin
            case (digit)
                5'd0: state <= 7'b1111110;
                5'd1: state <= 7'b0110000;
                5'd2: state <= 7'b1101101;
                5'd3: state <= 7'b1111001;
                5'd4: state <= 7'b0110011;
                5'd5: state <= 7'b1011011;
                5'd6: state <= 7'b1011111;
                5'd7: state <= 7'b1110000;
                5'd8: state <= 7'b1111111;
                5'd9: state <= 7'b1111011;
                default: state <= 7'b0000001;
            endcase
        end
        else state <= 7'b0000001;
    end
endmodule
module top (
    input CLK,
    output LED,
    output USBPU,
    output PIN_15,  
    output PIN_14,  
    output PIN_13,  
    output PIN_12,  
    output PIN_11,  
    output PIN_16,  
    output PIN_17   
);
    main main_inst(
        .CLK(CLK),
        .LED(LED),
        .USBPU(USBPU),
        .PIN_15(PIN_15),
        .PIN_14(PIN_14),
        .PIN_13(PIN_13),
        .PIN_12(PIN_12),
        .PIN_11(PIN_11),
        .PIN_16(PIN_16),
        .PIN_17(PIN_17)
    );
endmodule
module main (
    input CLK,
    output LED,
    output USBPU,
    output PIN_15,  
    output PIN_14,  
    output PIN_13,  
    output PIN_12,  
    output PIN_11,  
    output PIN_16,  
    output PIN_17,  
    output [31:0] STACK_TOP_ITEM,
    output [31:0] STACK_ITEM_COUNT
);
    parameter INSTRUCTION_CLOCK_BIT = 22;
    parameter STACK_SIZE = 255;
    assign USBPU = 0;
    reg seven_seg_clock;
    seven_seg seven_seg_inst(
        .clk(seven_seg_clock),
        .digit(stack_top_item),
        .valid(stack_not_empty),
        .A(PIN_15),
        .B(PIN_14),
        .C(PIN_13),
        .D(PIN_12),
        .E(PIN_11),
        .F(PIN_16),
        .G(PIN_17)
    );
    reg [31:0] stack [0:STACK_SIZE];
    reg [7:0] stack_pointer = STACK_SIZE;
    wire [31:0] stack_top_item;
    assign stack_top_item = stack[stack_pointer + 1];
    assign STACK_TOP_ITEM = stack_top_item;
    wire [31:0] stack_second_item;
    assign stack_second_item = stack[stack_pointer + 2];
    wire stack_is_empty;
    assign stack_is_empty = stack_pointer == STACK_SIZE;
    wire stack_not_empty;
    assign stack_not_empty = ~stack_is_empty;
    assign STACK_ITEM_COUNT = STACK_SIZE - stack_pointer;
    integer i;
    initial begin
        for (i = 0; i <= STACK_SIZE; i = i + 1)
            stack[i] = 0;
    end
    wire [7:0] inst_instruction;
    wire [31:0] inst_constant;
    reg [31:0] instruction_index = 0;
    instruction_memory instruction_memory_inst(
        .index(instruction_index),
        .instruction(inst_instruction),
        .constant(inst_constant)
    );
    reg jump_target_set = 0;
    reg [31:0] jump_target;
    reg instruction_had_32bit_immediate = 0;
    reg [31:0] instruction_clock_counter = 0;
    wire instruction_clock = instruction_clock_counter[INSTRUCTION_CLOCK_BIT];
    reg halted = 0;
    always @(posedge CLK) begin
        if (~halted)
            instruction_clock_counter <= instruction_clock_counter + 1;
    end
    reg led = 0;
    assign LED = led;
    reg stack_write_back;
    reg [31:0] stack_write_back_top_value = 0;
    reg stack_write_back_second;
    reg [31:0] stack_write_back_second_value = 0;
    always @(posedge instruction_clock) begin
        led <= ~led;
        jump_target_set <= 0;
        seven_seg_clock <= 0;
        if (stack_write_back) begin
            stack_write_back <= 0;
            stack[stack_pointer + 1] <= stack_write_back_top_value;
            if (stack_write_back_second) begin
                stack_write_back_second <= 0;
                stack[stack_pointer + 2] <= stack_write_back_second_value;
            end
        end
        else begin
            instruction_had_32bit_immediate <= 0;
            case (inst_instruction)
                8'h00:;
                8'hFF: halted <= 1;
                8'h10: begin
                    instruction_had_32bit_immediate <= 1;
                    stack_pointer = stack_pointer - 1;
                    stack_write_back <= 1;
                    stack_write_back_top_value <= inst_constant;
                end
                8'h11: begin
                    stack_pointer = stack_pointer - 1;
                    stack_write_back <= 1;
                    stack_write_back_top_value <= 0;
                end
                8'h02: stack_pointer <= stack_pointer + 1;
                8'h03: begin
                    stack_write_back <= 1;
                    stack_write_back_top_value <= stack_second_item;
                    stack_write_back_second <= 1;
                    stack_write_back_second_value <= stack_top_item;
                end
                8'h20: begin
                    stack_write_back <= 1;
                    stack_write_back_top_value <= stack_top_item + 1;
                end
                8'h21: begin
                    stack_write_back <= 1;
                    stack_write_back_top_value = stack_top_item + stack_second_item;
                    stack_pointer = stack_pointer + 1;
                end
                8'h30: begin
                    jump_target <= stack_top_item;
                    jump_target_set <= 1;
                    stack_pointer <= stack_pointer + 1;
                end
                8'hFE: seven_seg_clock <= 1;
                default:;
            endcase
        end
    end
    always @(negedge instruction_clock) begin
        if (~stack_write_back) begin
            if (jump_target_set)
                instruction_index <= jump_target;
            else if (instruction_had_32bit_immediate)
                instruction_index <= instruction_index + 5;
            else
                instruction_index <= instruction_index + 1;
        end
    end
endmodule
$ cat ./run.sh
#!/bin/bash
# OpenROAD 26Q1-2900-gdf79404cd8, Yosys 0.63+post, stock flow scripts
make -C /OpenROAD-flow-scripts/flow DESIGN_CONFIG=/design/flow/config.mk WORK_HOME=/design/flow/orfs finish
$ cat ./config.mk
export PLATFORM = sky130hd
export DESIGN_NAME = seven_seg
export DESIGN_NICKNAME = seven_seg
export VERILOG_FILES = /design/flow/design.v
export SDC_FILE = /design/flow/constraint.sdc
export NUM_CORES = 4
export LEC_CHECK = 1
export CORE_AREA = 10 10 70 70
export DIE_AREA = 0 0 80 80
$ cat ./constraint.sdc
current_design seven_seg

set clk_period 1.7
set clk_io_pct 0.2

create_clock -name clk0 -period $clk_period [get_ports {clk}]

set non_clock_inputs [all_inputs -no_clocks]
set_input_delay [expr $clk_period * $clk_io_pct] -clock clk0 $non_clock_inputs
set_output_delay [expr $clk_period * $clk_io_pct] -clock clk0 [all_outputs]
==> notes.md <==
yosys + openroad results -> CTS hold repair buffers=0, portion of total power attributed to combinational logic=a little under a fifth, CTS H-tree depth=1, Tmin final=1.461 ns, Max Buffers Root-to-Sink=2, dpl hpwl=slightly above 700 µm, critical path type=in -> reg, data arrival time of the critical path=1.60 ns, First DRT Iteration DRCs=10, commonest cells in the netlist=dfxtp_1, ha_1, nor2_1, share of the yosys chip area belonging to registers=around two fifths, vertical die dimension=roughly 80 µm, Largest register FFs=7, final slew viol count=0, worst relative slew slack=82.56%, data required time of the worst path=1.84 ns, sum of overflow across all layers after global routing=0, kind of end point of the critical path=register, Vias/cell=approximately 3, ranking of synthesized cells by area=dfxtp_1, ha_1, nor2_1, Pleak=roughly 0.24 nW, total number of vias=about 310, number of core rows=21, number of buffer cells added on primary ports=13, Most used DFF post-synth=dfxtp_1, total setup violations reported at the end of the flow=0, power per cell area=between 600 and 700 nW/µm², floorplan core density=10.66%, Avg Cell Area, Syn=9.336 µm², Tcrit/Tclk final=approximately 86%, Setup Buffers After CTS=0, CP delay by family, top=buffers and inverters, run status=complete, no violations, initial antenna violation count=0, post-CTS sizing=0, first-pass iteration count of the detailed router=3, switching portion of total power=21.92%, # IOs=14, Internal Power=approximately 300 µW, accumulated negative setup slack=0 ns, number of buffers inserted during clock tree synthesis=3, final wirelength=between 800 and 900 µm, Final Hold Vio Count=0, transition time at the pin with the least slew margin=0.2609 ns, maximum ir drop on the vdd rail=0.1683 mV, largest registers=state (7), tool warnings=30, post-CTS clock slew at the launch and capture registers of the worst setup and hold paths=0.05 ns, crit-path max cell delay=0.54 ns, share of power burned in registers=44.6%, unrepaired setup endpoints after global routing=no, total power of the final layout=approximately 390 µW, Yosys warnings=1, first-pass GRT wire length=1407 µm, number of antenna-violating nets in the routed design=0, number of sinks on the clock net=7, post-synth top area share=38.49%, All-Layer GR Usage=2.578%, series of cell instances along the critical path=clkdlybuf4s50_1, inv_1, ha_1, o21a_1, o32ai_1, most area-hungry cell type in the Yosys netlist=dfxtp_1, detail-routed net length per standard cell=about 7.9 µm, area added between synthesis and finish=62.89%, x dimension of the die=80 µm, area of the placeable core=approximately 3400 µm², fraction of layout instances using a drive strength above 1=about 14%, highest achievable clock rate=around 700 MHz, Yosys top cell by instances=dfxtp_1, post-synthesis instance area=364.1 µm², antenna diode count=0, flip-flop and latch count after synthesis=7, Clk pwr share=a little over a third, maximum number of pins on one net before global-route repair=9, chip area estimate from yosys synthesis=364.1 µm², final estimated routing congestion in global placement=0.7907, Distinct lib cells used=15, Async SR Flop Fraction=0%, CTS tree=built, Critical Path Start Type=input pin, Worst Path Buf+Inv=2, Crit Path Max Fanout=4, post-route DRC violation count=0, number of instances in the synthesized netlist=39, register ranked first by flip-flop count=state, clock root buffer master=clkbuf_4, power spent charging and discharging nets=85.14 µW, number of global-route vias before repair=approximately 330, type of the worst min-delay path=in -> reg, Post-synth EDFFs=0, max-cap violation count=0, # Cells Yosys=39, total die area=6400 µm², standard cell with the maximum stage delay on the critical path=clkdlybuf4s50_1
[layout by cell type, fill, tap and decap left out]
cell             count
clkdlybuf4s50_1     13
dfxtp_1              7
nor2_1               6
ha_1                 6
inv_1                4
a21oi_1              4
clkbuf_4             3
or3_1                2
o32ai_1              2
buf_4                2
nand2b_4             1
inv_2                1
nand2b_1             1
o21ba_2              1
o21a_1               1
a22oi_1              1
nand2_1              1
a311oi_1             1
clkbuf_1             1
[final timing paths]
| kind | start | endpoint | slack, ns | cells past startpoint |
|---|---|---|---|---|
| max | digit[1] | state[6] | 0.24 | 5 |
| min | valid | state[2] | 0.75 | 3 |
[logic make-up after synthesis]
| group | share of synthesized area, % |
|---|---|
| adders and majority gates | 20.62 |
| and+or+nand+nor | 16.15 |
| buffers and inverters | 5.152 |
| DFF | 38.49 |
| AOI/OAI and AO/OA | 19.59 |
[metal layers]
layer	track usage [%]	up-vias	share of wire, %
li1	-	174	-
met5	0	-	0
met3	1.818	0	19
met1	3.219	128	43
met4	0.8803	0	0
met2	3.371	10	38
[power by group through the flow]
stage                 clock, mW  sequential, mW  combinational (mW)
after CTS                 0.150           0.173              0.0735
after global routing      0.160           0.174              0.0825
final                     0.142           0.173              0.0731
[metrics by stage]
stage	util, %	instances	setup WS (ns)	cell area, µm²	hold slack (ns)
after floorplan	-	39	0.6922	364.1	0.4437
after global placement	16.59	100	0.03048	566.8	1.007
after detailed placement	16.59	100	-0.006162	566.8	1.006
after CTS	17.36	104	0.2428	593.1	0.7423
after global routing	17.36	104	0.1455	593.1	0.7634
final	17.36	104	0.2392	593.1	0.7489
[cell type report]
| cell class | count | area, µm² |
|---|---|---|
| fill | 394 | 2823 |
| clock buffer | 4 | 26.28 |
| timing repair buffer | 15 | 145.1 |
| sequential | 7 | 140.1 |
| multi-input combinational | 27 | 205.2 |
| tap | 46 | 57.56 |
| inverter | 5 | 18.77 |
Power and IR drop assume default switching activity.
